[flow/config.mk]
export PLATFORM = sky130hd
export DESIGN_NAME = circle_rom
export DESIGN_NICKNAME = circle_rom
export VERILOG_FILES = /design/flow/design.v
export SDC_FILE = /design/flow/constraint.sdc
export NUM_CORES = 4
export LEC_CHECK = 1
export CORE_UTILIZATION = 30
[flow/constraint.sdc]
current_design circle_rom

set clk_period 1.9
set clk_io_pct 0.2

create_clock -name clk0 -period $clk_period

set non_clock_inputs [all_inputs -no_clocks]
set_input_delay [expr $clk_period * $clk_io_pct] -clock clk0 $non_clock_inputs
set_output_delay [expr $clk_period * $clk_io_pct] -clock clk0 [all_outputs]
[flow/design.v]
module circle_rom(input logic [5:0] addr,
						output logic [10:0] x0, y0, x1, y1);
	logic [10:0] x0_rom [0:35];
	logic [10:0] y0_rom [0:35];
	logic [10:0] x1_rom [0:35];
	logic [10:0] y1_rom [0:35];
	initial begin
	x0_rom[0] = 11'd420; y0_rom[0] = 11'd240;
	x1_rom[0] = 11'd417; y1_rom[0] = 11'd257;
	x0_rom[1] = 11'd417; y0_rom[1] = 11'd257;
	x1_rom[1] = 11'd411; y1_rom[1] = 11'd273;
	x0_rom[2] = 11'd411; y0_rom[2] = 11'd273;
	x1_rom[2] = 11'd402; y1_rom[2] = 11'd288;
	x0_rom[3] = 11'd402; y0_rom[3] = 11'd288;
	x1_rom[3] = 11'd390; y1_rom[3] = 11'd301;
	x0_rom[4] = 11'd390; y0_rom[4] = 11'd301;
	x1_rom[4] = 11'd376; y1_rom[4] = 11'd312;
	x0_rom[5] = 11'd376; y0_rom[5] = 11'd312;
	x1_rom[5] = 11'd360; y1_rom[5] = 11'd321;
	x0_rom[6] = 11'd360; y0_rom[6] = 11'd321;
	x1_rom[6] = 11'd343; y1_rom[6] = 11'd328;
	x0_rom[7] = 11'd343; y0_rom[7] = 11'd328;
	x1_rom[7] = 11'd325; y1_rom[7] = 11'd332;
	x0_rom[8] = 11'd325; y0_rom[8] = 11'd332;
	x1_rom[8] = 11'd306; y1_rom[8] = 11'd334;
	x0_rom[9] = 11'd306; y0_rom[9] = 11'd334;
	x1_rom[9] = 11'd286; y1_rom[9] = 11'd332;
	x0_rom[10] = 11'd286; y0_rom[10] = 11'd332;
	x1_rom[10] = 11'd268; y1_rom[10] = 11'd328;
	x0_rom[11] = 11'd268; y0_rom[11] = 11'd328;
	x1_rom[11] = 11'd250; y1_rom[11] = 11'd321;
	x0_rom[12] = 11'd250; y0_rom[12] = 11'd321;
	x1_rom[12] = 11'd234; y1_rom[12] = 11'd312;
	x0_rom[13] = 11'd234; y0_rom[13] = 11'd312;
	x1_rom[13] = 11'd220; y1_rom[13] = 11'd301;
	x0_rom[14] = 11'd220; y0_rom[14] = 11'd301;
	x1_rom[14] = 11'd208; y1_rom[14] = 11'd288;
	x0_rom[15] = 11'd208; y0_rom[15] = 11'd288;
	x1_rom[15] = 11'd199; y1_rom[15] = 11'd273;
	x0_rom[16] = 11'd199; y0_rom[16] = 11'd273;
	x1_rom[16] = 11'd193; y1_rom[16] = 11'd257;
	x0_rom[17] = 11'd193; y0_rom[17] = 11'd257;
	x1_rom[17] = 11'd190; y1_rom[17] = 11'd240;
	x0_rom[18] = 11'd190; y0_rom[18] = 11'd240;
	x1_rom[18] = 11'd193; y1_rom[18] = 11'd222;
	x0_rom[19] = 11'd193; y0_rom[19] = 11'd222;
	x1_rom[19] = 11'd199; y1_rom[19] = 11'd206;
	x0_rom[20] = 11'd199; y0_rom[20] = 11'd206;
	x1_rom[20] = 11'd208; y1_rom[20] = 11'd191;
	x0_rom[21] = 11'd208; y0_rom[21] = 11'd191;
	x1_rom[21] = 11'd220; y1_rom[21] = 11'd178;
	x0_rom[22] = 11'd220; y0_rom[22] = 11'd178;
	x1_rom[22] = 11'd234; y1_rom[22] = 11'd167;
	x0_rom[23] = 11'd234; y0_rom[23] = 11'd167;
	x1_rom[23] = 11'd250; y1_rom[23] = 11'd158;
	x0_rom[24] = 11'd250; y0_rom[24] = 11'd158;
	x1_rom[24] = 11'd268; y1_rom[24] = 11'd152;
	x0_rom[25] = 11'd268; y0_rom[25] = 11'd152;
	x1_rom[25] = 11'd286; y1_rom[25] = 11'd148;
	x0_rom[26] = 11'd286; y0_rom[26] = 11'd148;
	x1_rom[26] = 11'd306; y1_rom[26] = 11'd146;
	x0_rom[27] = 11'd306; y0_rom[27] = 11'd146;
	x1_rom[27] = 11'd325; y1_rom[27] = 11'd148;
	x0_rom[28] = 11'd325; y0_rom[28] = 11'd148;
	x1_rom[28] = 11'd343; y1_rom[28] = 11'd152;
	x0_rom[29] = 11'd343; y0_rom[29] = 11'd152;
	x1_rom[29] = 11'd360; y1_rom[29] = 11'd158;
	x0_rom[30] = 11'd360; y0_rom[30] = 11'd158;
	x1_rom[30] = 11'd376; y1_rom[30] = 11'd167;
	x0_rom[31] = 11'd376; y0_rom[31] = 11'd167;
	x1_rom[31] = 11'd390; y1_rom[31] = 11'd178;
	x0_rom[32] = 11'd390; y0_rom[32] = 11'd178;
	x1_rom[32] = 11'd402; y1_rom[32] = 11'd191;
	x0_rom[33] = 11'd402; y0_rom[33] = 11'd191;
	x1_rom[33] = 11'd411; y1_rom[33] = 11'd206;
	x0_rom[34] = 11'd411; y0_rom[34] = 11'd206;
	x1_rom[34] = 11'd417; y1_rom[34] = 11'd222;
	x0_rom[35] = 11'd417; y0_rom[35] = 11'd222;
	x1_rom[35] = 11'd420; y1_rom[35] = 11'd240;
	end  
	assign x0 = x0_rom[addr];
	assign y0 = y0_rom[addr];
	assign x1 = x1_rom[addr];
	assign y1 = y1_rom[addr];
endmodule  
[flow/run.sh]
#!/bin/bash
# OpenROAD 26Q1-2900-gdf79404cd8, Yosys 0.63+post, stock flow scripts
make -C /OpenROAD-flow-scripts/flow DESIGN_CONFIG=/design/flow/config.mk WORK_HOME=/design/flow/orfs finish
==> impl_metrics.sql <==
-- load yosys + openroad results
INSERT INTO impl_metrics (metric_group, metric, value, unit) VALUES
('final_timing', 'finalWorstSetupSlack', '-0.392', 'ns'),
('floorplanning', 'dieArea', '6430', 'µm²'),
('final_layout', 'syn_to_final_growth', '141', '%'),
('final_timing', 'report.final.slew_viol_count', '0', ''),
('detailed_routing', 'routed-via-count', '3271', ''),
('outcome', 'status', 'finished, violations left', ''),
('floorplanning', 'die_h', '80.2', 'µm'),
('final_layout', 'seq_cells', '0', ''),
('pwr', 'power.switching_fraction', '0.472', ''),
('worst_setup_path', 'timing.critical_path.mode_cell', 'buf_4', ''),
('pwr', 'seq_power_share', '0', ''),
('final_layout', 'final-seq-area', '0', 'µm²'),
('final_layout', 'final_common_cell', 'buf_4', ''),
('worst_hold_path', 'hold_path_class', 'in2out', ''),
('detailed_routing', 'diodes', '0', ''),
('detailed_routing', 'drt_iter0_markers', '308', ''),
('floorplanning', 'fp_util', '0.310', ''),
('worst_setup_path', 'cp_top_family', 'buffers and inverters', ''),
('grt', 'grt_pass1_vias', '2969', ''),
('yosys', 'top_cells_by_area', 'ha_1 (7.5%), a21oi_1 (6.8%), o21ai_0 (6.8%)', ''),
('yosys', 'yosys_area', '1830', 'µm²'),
('yosys', 'ys_cells', '290', ''),
('final_timing', 'hold_viol', '0', ''),
('grt', 'largest_net_degree_at_the_start_of_global_routing', '17', ''),
('pwr', 'p_int', '0.000614', 'W'),
('final_timing', 'max_freq', '436', 'MHz'),
('worst_setup_path', 'crit_path_cell_trace', 'buf_12 > clkinv_8 > ha_4 > buf_4 > inv_4 > buf_4 > nand2_1 > a21oi_1 > o41ai_2 > buf_2', ''),
('worst_hold_path', 'worstHoldPathCells', '3', ''),
('final_layout', 'mostFrequentLayoutCells', 'buf_4 (114), buf_6 (48), buf_2 (28)', ''),
('worst_setup_path', 'timing.critical_path.slowest_cell_delay', '0.38', 'ns'),
('pwr', 'share_clk_of_total_power', '0', ''),
('detailed_routing', 'drt-met1-wl', '5.18', 'mm'),
('outcome', 'violations', 'setup timing', ''),
('final_timing', 'grt_setup_unrepaired', 'true', ''),
('grt', 'number_of_antenna_violations_at_the_first_check_in_global_routing', '0', ''),
('place', 'dp_hpwl', '6.51', 'mm'),
('floorplanning', 'rows', '28', ''),
('yosys', 'syn-mean-instance-area', '6.32', 'µm²'),
('worst_setup_path', 'worst_setup_path_start_kind', 'primary input', ''),
('final_layout', 'final.clkbuf_count', '0', ''),
('worst_setup_path', 'setup.worst_path.class', 'in2out', ''),
('final_layout', 'fillCellCount', '338', ''),
('yosys', 'netlist_instances', '290', ''),
('pwr', 'switchingPower', '0.000550', 'W'),
('detailed_routing', 'routed_wire_length_per_instance', '21.4', 'µm'),
('detailed_routing', 'top_layer_used', 'met4', ''),
('final_layout', 'final_util', '0.746', ''),
('yosys', 'yosysSeqAreaShare', '0', ''),
('final_layout', 'drive_above_1_share', '0.730', ''),
('place', 'gp_congestion', '1.03', ''),
('grt', 'globalRouteTotalUtil', '0.336', ''),
('grt', 'grt.overflow.total', '0', ''),
('yosys', 'synth_area', '1830', 'µm²'),
('pwr', 'pwr_density_cell', '264', 'nW/µm²'),
('yosys', 'yosys_warnings', '1', ''),
('floorplanning', 'dieWidth', '80.2', 'µm'),
('detailed_routing', 'drt-total-wl', '11.6', 'mm'),
('worst_setup_path', 'path_max_fanout', '6', ''),
('cts', 'holdBufCountCts', '0', ''),
('pwr', 'leakage', '1.95', 'nW'),
('worst_setup_path', 'worst_ep_required_time', '1.52', 'ns'),
('yosys', 'largest_area_contributor_in_the_synthesized_netlist', 'ha_1', ''),
('floorplanning', 'pin_count', '50', ''),
('flow_run', 'log.warning_count', '44', ''),
('place', 'portBuffers', '42', ''),
('flow_run', 'max_cap_violations', '0', ''),
('worst_setup_path', 'cp.buffers_inverters', '6', ''),
('final_timing', 'final-setup-viol-count', '25', ''),
('final_timing', 'totalNegativeSetupSlack', '-4.29', 'ns'),
('grt', 'grt_pass1_wl', '16.2', 'mm'),
('pwr', 'combinationalPowerShare', '1.000', '');
[power groups by stage]
stage	Sequential [W]	Combinational (W)	Clock (W)
finish	0	0.00116	0
global route	0	0.00122	0
CTS	0	0.000998	0
[what timing repair did]
item,in CTS,in global routing
pin swaps,70,49
cloned,2,0
gates resized,308,81
endpoints found under the setup margin,36,35
buffers inserted,40,27
[synth_stat cells (5+ instances only)]
| cell | count |
|---|---|
| buf_2 | 16 |
| nor3_1 | 6 |
| and2_1 | 5 |
| inv_1 | 7 |
| nand3_1 | 7 |
| nor2_1 | 17 |
| clkbuf_1 | 12 |
| nand2_1 | 27 |
| nand2b_1 | 11 |
| a31oi_1 | 6 |
| a211oi_1 | 6 |
| a21oi_1 | 25 |
| ha_1 | 11 |
| buf_4 | 9 |
| a21boi_0 | 6 |
| or2_2 | 5 |
| nor2b_1 | 9 |
| a22oi_1 | 5 |
| o21ai_0 | 25 |
| o211ai_1 | 8 |
[stage by stage]
step | power, W | cell area (µm²) | hold slack (ns) | setup slack, ns | std cells
floorplan | 0.000358 | 1930 | 0.897 | -0.125 | 297
global placement | 0.000759 | 3010 | 1.42 | -1.23 | 480
detailed placement | 0.000752 | 3010 | 1.42 | -1.19 | 480
CTS | 0.000998 | 3990 | 1.16 | -0.419 | 522
global route | 0.00122 | 4420 | 1.20 | -0.357 | 542
finish | 0.00116 | 4420 | 1.16 | -0.392 | 542
[logic make-up (layout without fill, tap and decap cells)]
group	Yosys count	count (layout)	share of synthesized area
compound gates	125	125	0.468
mux	5	5	0.0478
simple gates	97	97	0.266
fa+ha+maj	12	12	0.0805
other cells	1	8	0.00205
buf+inv	50	220	0.136
[layer usage]
metal | vias to the layer above | GRT usage
met2 | 219 | 0.517
met4 | 0 | 0.102
li1 | 1435 | -
met3 | 30 | 0.0577
met5 | - | 0
met1 | 1587 | 0.478
[worst paths after layout]
check	startpoint	to	slack [ns]
worst min-delay path	addr[5]	x0[7]	1.16
worst max-delay path	addr[1]	x0[5]	-0.39
[layout make-up]
class / count / area (µm²) / share of cell area
Inverter: 9 / 61.3 / 0.0139
Tap cell: 75 / 93.8 / 0.0213
Timing Repair Buffer: 211 / 1840 / 0.418
Multi-Input combinational cell: 247 / 2420 / 0.547
Power figures rest on the tool's default switching activity, not on a simulated workload.
